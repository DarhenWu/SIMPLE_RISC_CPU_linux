File: flow/run.sh
#!/bin/bash
# OpenROAD 26Q1-2900-gdf79404cd8, Yosys 0.63+post, stock flow scripts
make -C /OpenROAD-flow-scripts/flow DESIGN_CONFIG=/design/flow/config.mk WORK_HOME=/design/flow/orfs finish
File: flow/config.mk
export PLATFORM = sky130hd
export DESIGN_NAME = RISC_CPU
export DESIGN_NICKNAME = RISC_CPU
export VERILOG_FILES = /design/flow/design.v
export SDC_FILE = /design/flow/constraint.sdc
export NUM_CORES = 4
export LEC_CHECK = 1
export CORE_UTILIZATION = 50
File: flow/constraint.sdc
current_design RISC_CPU

set clk_period 2.1
set clk_io_pct 0.2

create_clock -name clk0 -period $clk_period [get_ports {clk}]

set non_clock_inputs [all_inputs -no_clocks]
set_input_delay [expr $clk_period * $clk_io_pct] -clock clk0 $non_clock_inputs
set_output_delay [expr $clk_period * $clk_io_pct] -clock clk0 [all_outputs]
File: flow/design.v
module RISC_CPU (
    input         clk,
    input         reset,
    inout  [7:0]  data,
    output        rd,wr,halt,
    output [2:0]  opcode,
    output [12:0] addr,
    output        fetch,
    output [12:0] ir_addr,pc_addr
);
wire alu_ena;
wire inc_pc,load_acc,load_pc;
wire load_ir,data_ctl_ena;
wire [7:0] accum;
wire zero;
wire [7:0] alu_out;
wire fsm_ena;
clk_gen u_clk_gen (
    .clk(clk),
    .reset(reset),
    .fetch(fetch),
    .alu_ena(alu_ena)
);
accum u_accum (
    .clk(~clk),
    .rst(reset),
    .ena(load_acc),
    .data(alu_out),
    .accum(accum)
);
addr_mux u_addr_mux(
    .fetch(fetch),
    .pc_addr(pc_addr),
    .ir_addr(ir_addr),
    .addr(addr)
);
alu u_alu(
    .alu_ena(alu_ena),
    .opcode(opcode),
    .data(data),
    .accum(accum),
    .zero(zero),
    .alu_out(alu_out)
);
fsm_ctrl u_fsm_ctrl(
    .clk(clk),
    .rst(reset),
    .fetch(fetch),
    .ena(fsm_ena)
);
fsm u_fsm(
    .clk(clk),
    .ena(fsm_ena),
    .zero(zero),
    .opcode(opcode),
    .inc_pc(inc_pc),
    .load_acc(load_acc),
    .load_pc(load_pc),
    .rd(rd),
    .wr(wr),
    .load_ir(load_ir),
    .halt(halt),
    .data_ctl_ena(data_ctl_ena)
);
program_counter u_program_counter(
    .clk(inc_pc),
    .rst(reset),
    .load_pc(load_pc),
    .ir_addr(ir_addr),
    .pc_addr(pc_addr)
);
instr_register u_instr_register(
    .clk(~clk),
    .rst(reset),
    .ena(load_ir),
    .data(data),
    .opc_iraddrs({opcode,ir_addr})
);
data_control u_data_control(
    .alu_out(alu_out),
    .data_ctl_ena(data_ctl_ena),
    .data_out(data)
);
endmodule
module accum (
    input            clk,
    input            rst,
    input            ena,
    input      [7:0] data,
    output reg [7:0] accum
);
always @(posedge clk or posedge rst) begin
    if (rst) begin
        accum <= 8'd0;
    end  
    else begin
        if (ena) begin
            accum <= data;
        end
    end
end  
endmodule
module addr_mux (
    input         fetch,
    input  [12:0] pc_addr,
    input  [12:0] ir_addr,
    output [12:0] addr
);
assign addr = fetch ? pc_addr : ir_addr ;
endmodule
module alu (
    input            alu_ena,
    input      [2:0] opcode,
    input      [7:0] data,
    input      [7:0] accum,
    output           zero,
    output reg [7:0] alu_out
);
parameter HLT  = 3'b000,     
          SKZ  = 3'b001,     
          ADD  = 3'b010,     
          ANDD = 3'b011,     
          XORR = 3'b100,     
          LDA  = 3'b101,     
          STO  = 3'b110,     
          JMP  = 3'b111;     
always @(posedge alu_ena) begin
    casex (opcode)
        HLT : alu_out <= accum; 
        SKZ : alu_out <= accum;
        ADD : alu_out <= data + accum;
        ANDD: alu_out <= data & accum;
        XORR: alu_out <= data ^ accum;
        LDA : alu_out <= data;
        STO : alu_out <= accum;
        JMP : alu_out <= accum;
    endcase
end
assign zero = !accum;
endmodule
module clk_gen (
    input          clk,
    input          reset,
    output  reg    fetch,
    output  reg    alu_ena
);
reg [7:0] state,next_state;
parameter IDLE  =  8'b00000000;
parameter S1    =  8'b00000001;
parameter S2    =  8'b00000010;
parameter S3    =  8'b00000100;
parameter S4    =  8'b00001000;
parameter S5    =  8'b00010000;
parameter S6    =  8'b00100000;
parameter S7    =  8'b01000000;
parameter S8    =  8'b10000000;
always @(*) begin
    case (state)
        IDLE: next_state = S1; 
        S1  : next_state = S2; 
        S2  : next_state = S3; 
        S3  : next_state = S4; 
        S4  : next_state = S5; 
        S5  : next_state = S6; 
        S6  : next_state = S7; 
        S7  : next_state = S8; 
        S8  : next_state = S1; 
        default: next_state = IDLE;
    endcase
end
always @(negedge clk or posedge reset) begin
  if (reset) begin
    state <= IDLE;
  end 
  else begin
    state <= next_state;
  end
end
always @(negedge clk or posedge reset) begin
    if (reset) begin
        alu_ena <= 1'b0;
        fetch <= 1'b0;
    end
    else begin
        case (state)
            S1: alu_ena <= 1'b1;
            S2: alu_ena <= 1'b0; 
            S3: fetch <= 1'b1;
            S7: fetch <= 1'b0;
        endcase
    end
end
endmodule
module data_control (
    input [7:0]  alu_out,
    input        data_ctl_ena,
    output [7:0] data_out
);
assign data_out = data_ctl_ena ? alu_out : 8'bzzzzzzzz;
endmodule
module fsm (
    input       clk,
    input       ena,
    input       zero,
    input [2:0] opcode,
    output reg  inc_pc,
                load_acc,
                load_pc,
                rd,
                wr,
                load_ir,
                halt,
                data_ctl_ena
);
parameter HLT  = 3'b000,     
          SKZ  = 3'b001,     
          ADD  = 3'b010,     
          ANDD = 3'b011,     
          XORR = 3'b100,     
          LDA  = 3'b101,     
          STO  = 3'b110,     
          JMP  = 3'b111;     
reg [2:0] state;
always @(posedge clk) begin
    if (!ena) begin
        state <= 3'b000;
        {inc_pc,load_acc,load_pc,rd} <= 4'b0000;
        {wr,load_ir,halt,data_ctl_ena} <= 4'b0000;
    end
    else begin
        ctl_cycle;
        state <= state + 1'b1;
    end
end
task ctl_cycle;
begin
    casex (state)
        3'b000 : begin    
            {inc_pc,load_acc,load_pc,rd}   <= 4'b0001;
            {wr,load_ir,halt,data_ctl_ena} <= 4'b0100;
        end 
        3'b001 : begin    
            {inc_pc,load_acc,load_pc,rd}   <= 4'b1001;
            {wr,load_ir,halt,data_ctl_ena} <= 4'b0100;
        end 
        3'b010 : begin    
            {inc_pc,load_acc,load_pc,rd}   <= 4'b0000;
            {wr,load_ir,halt,data_ctl_ena} <= 4'b0000;
        end 
        3'b011 : begin    
            if (opcode == HLT) begin
                {inc_pc,load_acc,load_pc,rd}   <= 4'b1000;
                {wr,load_ir,halt,data_ctl_ena} <= 4'b0010;
            end
            else begin
                {inc_pc,load_acc,load_pc,rd}   <= 4'b1000;
                {wr,load_ir,halt,data_ctl_ena} <= 4'b0000;
            end
        end
        3'b100 : begin     
            if (opcode == ADD || opcode == ANDD 
                || opcode == XORR || opcode == LDA) begin
                {inc_pc,load_acc,load_pc,rd}   <= 4'b0001;
                {wr,load_ir,halt,data_ctl_ena} <= 4'b0000;
            end
            else if (opcode == JMP) begin
                {inc_pc,load_acc,load_pc,rd}   <= 4'b0010;
                {wr,load_ir,halt,data_ctl_ena} <= 4'b0000;
            end
            else if (opcode == STO) begin
                {inc_pc,load_acc,load_pc,rd}   <= 4'b0000;
                {wr,load_ir,halt,data_ctl_ena} <= 4'b0001;
            end
            else begin
                {inc_pc,load_acc,load_pc,rd}   <= 4'b0000;
                {wr,load_ir,halt,data_ctl_ena} <= 4'b0000;
            end
        end 
        3'b101 : begin      
            if (opcode == ADD || opcode == ANDD 
                || opcode == XORR || opcode == LDA) begin
                {inc_pc,load_acc,load_pc,rd}   <= 4'b0101;
                {wr,load_ir,halt,data_ctl_ena} <= 4'b0000;
            end
            else if (opcode == SKZ && zero == 1) begin
                {inc_pc,load_acc,load_pc,rd}   <= 4'b1000;
                {wr,load_ir,halt,data_ctl_ena} <= 4'b0000;
            end
            else if (opcode == JMP) begin
                {inc_pc,load_acc,load_pc,rd}   <= 4'b1010;
                {wr,load_ir,halt,data_ctl_ena} <= 4'b0000;
            end
            else if (opcode == STO) begin
                {inc_pc,load_acc,load_pc,rd}   <= 4'b0000;
                {wr,load_ir,halt,data_ctl_ena} <= 4'b1001;
            end
            else begin
                {inc_pc,load_acc,load_pc,rd}   <= 4'b0000;
                {wr,load_ir,halt,data_ctl_ena} <= 4'b0000;
            end
        end
        3'b110 : begin
            if (opcode == ADD || opcode == ANDD 
                || opcode == XORR || opcode == LDA) begin
                {inc_pc,load_acc,load_pc,rd}   <= 4'b0001;
                {wr,load_ir,halt,data_ctl_ena} <= 4'b0000;
            end
            else if (opcode == STO) begin
                {inc_pc,load_acc,load_pc,rd}   <= 4'b0000;
                {wr,load_ir,halt,data_ctl_ena} <= 4'b0001;
            end
            else begin
                {inc_pc,load_acc,load_pc,rd}   <= 4'b0000;
                {wr,load_ir,halt,data_ctl_ena} <= 4'b0000;
            end
        end
        3'b111 : begin
            if (opcode == SKZ && zero == 1) begin
                {inc_pc,load_acc,load_pc,rd}   <= 4'b1000;
                {wr,load_ir,halt,data_ctl_ena} <= 4'b0000;
            end
            else begin
                {inc_pc,load_acc,load_pc,rd}   <= 4'b0000;
                {wr,load_ir,halt,data_ctl_ena} <= 4'b0000;
            end
        end
        default : begin
            {inc_pc,load_acc,load_pc,rd}   <= 4'b0000;
            {wr,load_ir,halt,data_ctl_ena} <= 4'b0000;
        end
    endcase
end
endtask
endmodule
module fsm_ctrl (
    input       clk,
    input       rst,
    input       fetch,
    output reg  ena
);
always @(posedge clk or posedge rst) begin
    if (rst) begin
        ena <= 1'b0;
    end
    else begin
        if (fetch) begin
            ena <= 1'b1;
        end
    end
end
endmodule
module instr_register (
    input             clk,
    input             rst,
    input             ena,
    input      [7:0]  data,
    output reg [15:0] opc_iraddrs
);
reg state;
always @(posedge clk or posedge rst) begin
    if (rst) begin
        state <= 1'b0;
        opc_iraddrs <= 16'd0;
    end
    else begin
        if (ena) begin
            if (!state) begin
                opc_iraddrs[15:8] <= data;
                state <= 1'b1;
            end
            else if (state) begin
                opc_iraddrs[7:0]  <= data;
                state <= 1'b0;
            end
        end
        else begin
            state <= 1'b0;
        end
    end
end
endmodule
module program_counter (
    input             clk,
    input             rst,
    input             load_pc,
    input      [12:0] ir_addr,
    output reg [12:0] pc_addr
);
always @(posedge clk or posedge rst) begin
    if (rst) begin
        pc_addr <= 13'd0;
    end
    else begin
        if (load_pc) begin
            pc_addr <= ir_addr;
        end
        else begin
            pc_addr <= pc_addr + 1;
        end
    end
end
endmodule
==> reports/qor.json <==
{
  "outcome": {"value": "aborted with a tool error"},
  "stop_stage": {"value": "clock tree synthesis"},
  "toolErrorMsg": {"value": "[error] [KeplerFormal.cpp:679] Workflow failed: Iso has multiple drivers: .data0, data[0]$_DFFE_PN_.Q0"},
  "portBuffers": {"value": 47},
  "gp_congestion": {"value": 0.8891},
  "cts_max_path_buffers": {"value": 2},
  "detailedPlacementHpwl": {"value": 5814, "unit": "um"},
  "synth.avg_cell_area": {"value": 10.98, "unit": "sq um"},
  "top_cell_area_share": {"value": 25.65, "unit": "%"},
  "starting_density": {"value": 52.87, "unit": "%"},
  "dieWidth": {"value": 84.64, "unit": "um"},
  "ios": {"value": 56},
  "synth_cells": {"value": 311},
  "synth.yosys.seq_area_share": {"value": 49.58, "unit": "%"},
  "synth.yosys.num_cells": {"value": 311},
  "post-cts-setup-buffers": {"value": 40},
  "die_h": {"value": 84.64, "unit": "um"},
  "cts-hold-fix-buffers": {"value": 0},
  "total_number_of_h_tree_levels": {"value": 2},
  "post_synth_instance_area": {"value": 3415, "unit": "sq um"},
  "synthTopCellsByArea": {"value": "dfrtn_1 (26%), mux2_2 (11%), dfrtp_1 (10%), edfxtp_1 (7.0%), dfxtp_1 (5.9%)"},
  "asyncSetResetFlopFracSynth": {"value": 73.53, "unit": "%"},
  "dp.cells": {"value": 467},
  "synth.distinct_cells": {"value": 60},
  "ys_warn_count": {"value": 8},
  "synth-edff-count": {"value": 8},
  "yosysTopAreaCell": {"value": "dfrtn_1"},
  "synth-area-yosys": {"value": 3415, "unit": "sq um"},
  "number_of_unconstrained_endpoints": {"value": 50},
  "ys_dominant_reg_cell": {"value": "dfrtn_1"},
  "core.rowCount": {"value": 29},
  "count_of_unclocked_register_or_latch_pins": {"value": 21},
  "tritoncts.num_buffers": {"value": 5},
  "post_dp_cell_area": {"value": 4312, "unit": "sq um"},
  "numSynthFlops": {"value": 68},
  "post_cts_resized": {"value": 154},
  "dpl_worst_slack": {"value": -0.7025, "unit": "ns"},
  "clk_root_buffer_cell": {"value": "clkbuf_8"}
}
cells in the mapped netlist (6+ instances only):
cell	count
edfxtp_1	8
dfrtn_1	35
ha_1	15
a21oi_1	6
xnor2_1	7
clkbuf_1	7
mux2_2	34
nand2_1	28
dfrtp_1	14
dfxtp_1	10
nand3_1	6
o21ai_0	24
nor3_1	6
xor2_1	7
inv_1	15
nor2_1	10
nor4_1	6
cells by family after synthesis:
family          share of synthesized area (%)
fa+ha+maj                               6.083
flops                                   49.58
other cells                            0.1098
simple gates                            12.31
buf+inv                                 3.261
compound gates                          13.27
mux                                     11.80
xor+xnor                                3.591
